===== run.sh =====
#!/bin/bash
# OpenROAD 26Q1-2900-gdf79404cd8, Yosys 0.63+post, stock flow scripts
make -C /OpenROAD-flow-scripts/flow DESIGN_CONFIG=/design/flow/config.mk WORK_HOME=/design/flow/orfs finish

===== constraint.sdc =====
current_design reg_file1

set clk_period 7.9
set clk_io_pct 0.2

create_clock -name clk0 -period $clk_period [get_ports {clk}]

set non_clock_inputs [all_inputs -no_clocks]
set_input_delay [expr $clk_period * $clk_io_pct] -clock clk0 $non_clock_inputs
set_output_delay [expr $clk_period * $clk_io_pct] -clock clk0 [all_outputs]

===== config.mk =====
export PLATFORM = sky130hd
export DESIGN_NAME = reg_file1
export DESIGN_NICKNAME = reg_file1
export VERILOG_FILES = /design/flow/design.v
export SDC_FILE = /design/flow/constraint.sdc
export NUM_CORES = 4
export LEC_CHECK = 1
export CORE_UTILIZATION = 40
export SYNTH_HDL_FRONTEND = slang

===== design.v =====
module reg_file1(
    output logic    [31:0]  rdata_1_o,
    output logic    [31:0]  rdata_2_o,
    input  logic    [31:0]  wdata_o,
    input  logic    [4:0]       raddr_1_i,
    input  logic    [4:0]       raddr_2_i,
    input  logic    [4:0]       waddr_i,
    input  logic                reg_wr_c,
    input  logic                clk,
    input  logic                reset
    );
    reg     [31:0]  register    [32];
    always_ff @(posedge clk)begin
        if ((raddr_1_i|raddr_2_i)!=0)begin
            rdata_1_o <=    register    [raddr_1_i];
            rdata_2_o <=    register    [raddr_2_i];
            end
        else begin
            if ((raddr_1_i|raddr_2_i)==0)begin
                rdata_1_o <=    32'h00000000;
                rdata_2_o <=    32'h00000000;
                end
            else begin
                if(raddr_1_i==0)begin
                    rdata_1_o <=    32'h00000000;
                    rdata_2_o <=    register    [raddr_2_i];
                end
                else begin
                    rdata_1_o <=    register    [raddr_1_i];
                    rdata_2_o <=    32'h00000000;
                end
            end
            end     
    end
    always_ff @(posedge clk)begin
    if(reg_wr_c)begin
        if (waddr_i!=0)
            register [waddr_i] <=  wdata_o;
    end
    end
endmodule

==> impl_metrics.json <==
{
  "grt.overflow.total": 0,
  "synthesis.area_um2": 48700,
  "post_drt_via_cell_ratio": 6.11,
  "power_density_nw_per_um2": 228,
  "root_buffer": "clkbuf_16",
  "status": "complete, no violations",
  "fillers": 9709,
  "p_leak_nw": 17.7,
  "min_period_ns": 4.40,
  "hold_slack_ns": 0.748,
  "dr.pass1.iters": 5,
  "holdBufCountCts": 0,
  "min_path_type": "flip-flop to flip-flop",
  "syn_inst": 2465,
  "drc": 0,
  "ir_drop_mv": 0.161,
  "vias": 26500,
  "yosysSeqAreaShare": 0.658,
  "crit_top_cell": "buf_4",
  "yosys_cells": 2465,
  "yosys_area_um2": 48700,
  "critPathTopFamily": "simple AND/OR/NAND/NOR gates",
  "critPathCaptureType": "flip-flop",
  "areaGrowthSynthToFinish_pct": 14.2,
  "drt_iter0_markers": 1575,
  "worstPathMaxFanout": 26,
  "setup_viol": 0,
  "cts_buffers": 114,
  "ant_nets": 0,
  "lay_top_count": "edfxtp_1",
  "fin_crit_sh": 0.557,
  "grt_pass1_vias": 30200,
  "pre_cts_slack_ns": 2.93,
  "slew-limit-headroom": 0.273,
  "clock_skew_ns": 0.0269,
  "placementRows": 127,
  "post_cts_resized": 0,
  "stdcell_count": 4336,
  "crit_path_top_delay_cell": "nor2_4",
  "fin_ws_ns": 3.50,
  "hold_viol": 0,
  "setup_tns_ns": 0,
  "drive_gt1_frac": 0.316,
  "dp.cells": 4120,
  "die_height_um": 351,
  "clk_path_buf_depth": 3,
  "die_area_um2": 123000,
  "num_io_pins": 114,
  "wl_per_cell_um": 32.9,
  "worstMarginPinSlew_ns": 1.09,
  "htree_levels": 3,
  "crit_chain": "buf_2 -> buf_4 -> nor2_4 -> and4_2 -> buf_4 -> nor2_4 -> buf_4 -> a22o_1",
  "grt_use_total": 0.259,
  "numPortBuffers": 112,
  "diodes": 0,
  "fp_util": 0.405,
  "gp_congestion": 0.823,
  "grt_pass1_wl_um": 205000,
  "clk_transition_reported_paths_ns": 0.06,
  "cp.required_ns": 8.46,
  "insertion_delay_ns": 0.70,
  "drt-total-wl_um": 142000,
  "synth.avg_cell_area_um2": 19.8,
  "coreArea_um2": 120000,
  "yosys_warnings": 0,
  "numClockSinks": 1088,
  "dp_hpwl_um": 78400,
  "grt_max_degree": 102,
  "synth-seq-cells": 1088,
  "start_kind": "input pin",
  "antenna_found_initial": 3,
  "synth.distinct_cells": 37,
  "slew_viol_final": 0,
  "rsz0062_at_grt": "false",
  "layout.cells.most_common_list": "edfxtp_1, mux4_2, a22oi_1",
  "worstPathArrival_ns": 4.96,
  "slowest_delay_ns": 0.72,
  "cts_tree": "yes",
  "critPathKind": "input pin to flip-flop",
  "tool_warnings": 29,
  "path_buffers": 4,
  "drv_cap": 0,
  "chipWidth_um": 351,
  "fmax_ghz": 0.227,
  "postCtsSetupRepairBufs": 0
}
==> metal layers <==
| layer | up-vias | track usage | routed length, um |
|---|---|---|---|
| met3 | 305 | 0.212 | 26100 |
| met2 | 1911 | 0.377 | 66900 |
| li1 | 10900 | - | - |
| met5 | - | 0.0224 | 347 |
| met1 | 13400 | 0.287 | 43500 |
| met4 | 14 | 0.0790 | 5610 |
==> cells by family (layout without fill, tap and decap cells) <==
logic type | Yosys count | after routing | synth area share
DFF | 1088 | 1088 | 0.658
muxes | 645 | 645 | 0.250
AOI/OAI and AO/OA | 347 | 347 | 0.0528
buffers and inverters | 200 | 428 | 0.0225
and+or+nand+nor | 184 | 184 | 0.0170
other | 1 | 32 | 0.0000770
==> power by group <==
part / switching (mW) / internal (mW)
Combinational: 0.572 / 0.480
Sequential: 0.0638 / 6.43
Clock: 2.17 / 2.99
==> cells in the mapped netlist <==
cell type | instances | area share
and2_1 | 1 | 0.00013
or3_1 | 1 | 0.00013
nand3b_1 | 5 | 0.00077
nand2b_1 | 2 | 0.00026
nor4_1 | 1 | 0.00013
nor2b_1 | 32 | 0.0041
buf_4 | 44 | 0.0068
a211oi_1 | 27 | 0.0042
mux4_2 | 448 | 0.21
a221o_1 | 5 | 0.0010
dfxtp_1 | 64 | 0.026
edfxtp_1 | 1024 | 0.63
nand2_1 | 71 | 0.0055
o211ai_1 | 5 | 0.00077
o21a_1 | 27 | 0.0042
a22o_1 | 32 | 0.0058
o21ai_0 | 27 | 0.0028
nand3_1 | 2 | 0.00021
o22ai_1 | 27 | 0.0035
and4_1 | 1 | 0.00018
a22oi_1 | 133 | 0.021
mux2_2 | 91 | 0.021
a21oi_1 | 5 | 0.00051
or2_1 | 1 | 0.00013
conb_1 | 1 | 0.000077
clkbuf_4 | 1 | 0.00015
or3b_2 | 3 | 0.00054
mux2i_1 | 106 | 0.022
clkbuf_1 | 76 | 0.0059
a31oi_1 | 5 | 0.00064
clkbuf_2 | 1 | 0.00010
buf_1 | 13 | 0.0010
buf_6 | 15 | 0.0035
buf_2 | 50 | 0.0051
nor2_1 | 64 | 0.0049
a221oi_1 | 27 | 0.0049
o31ai_1 | 27 | 0.0042
==> worst min-delay path, stage by stage, from the launching register on <==
cell	delay (ns)
edfxtp_1	0.33
mux2_2	0.15
o211ai_1	0.07
a31oi_1	0.16
==> path summary, 6_finish.rpt <==
path,startpoint,endpoint,slack [ns],depth (start not counted)
max reg2reg,register[7][7],rdata_2_o[7],6.27,4
min,register[21][25],rdata_1_o[25],0.75,3
max,raddr_1_i[4],rdata_2_o[5],3.50,8
min reg2reg,register[21][25],rdata_1_o[25],0.75,3
==> flip-flops by register name, summed over array words and instances (netlist names) <==
signal and count:
register 1024, rdata_1_o 32, rdata_2_o 32
==> per-stage QoR <==
| stage | utilization | instance area [um2] | power, mW |
|---|---|---|---|
| floorplan | - | 48800 | 7.20 |
| global placement | 0.432 | 52000 | 7.65 |
| detailed placement | 0.432 | 52000 | 7.66 |
| CTS | 0.462 | 55600 | 12.8 |
| global route | 0.462 | 55600 | 13.1 |
| finish | 0.462 | 55600 | 12.7 |
==> layout make-up <==
type	instances	area, um2	area share
clock buffer	170	3340	0.0600
clock inverter	46	298	0.00536
multi-input combinational	1208	16000	0.287
sequential	1088	32000	0.576
tap	1612	2020	0.0363
timing repair buffer	212	1940	0.0349
Power and IR drop assume default switching activity.
